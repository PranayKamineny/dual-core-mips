==> flow/design.v <==
`timescale 1ns / 1ps
module mappedGPIO(
    input [15:0] addr,
    input [7:0] writedata,
    input clk,
    input memread,
    input memwrite,
    output [7:0] memdata
    );
    reg [7:0] RAM [511:0];
    assign memdata = memread ? RAM[addr[8:0]] : 8'bxxxxxxxx;
    initial begin
    end
    always @ (posedge clk) begin
        if (memwrite) RAM[addr[8:0]] = writedata;
    end
endmodule
==> flow/run.sh <==
#!/bin/bash
# OpenROAD 26Q1-2900-gdf79404cd8, Yosys 0.63+post, stock flow scripts
make -C /OpenROAD-flow-scripts/flow DESIGN_CONFIG=/design/flow/config.mk WORK_HOME=/design/flow/orfs finish
==> flow/config.mk <==
export PLATFORM = sky130hd
export DESIGN_NAME = mappedGPIO
export DESIGN_NICKNAME = mappedGPIO
export VERILOG_FILES = /design/flow/design.v
export SDC_FILE = /design/flow/constraint.sdc
export NUM_CORES = 4
export LEC_CHECK = 1
export CORE_UTILIZATION = 40
==> flow/constraint.sdc <==
current_design mappedGPIO

set clk_period 24.9
set clk_io_pct 0.2

create_clock -name clk0 -period $clk_period [get_ports {clk}]

set non_clock_inputs [all_inputs -no_clocks]
set_input_delay [expr $clk_period * $clk_io_pct] -clock clk0 $non_clock_inputs
set_output_delay [expr $clk_period * $clk_io_pct] -clock clk0 [all_outputs]
==> README.md <==
| Parameter | This run | Unit |
|:---|:---|:---|
| Synthesized-area fraction occupied by adder cells | 0 | % |
| Global-route wire length before repair | 610700 | um |
| Clock Tree Root | sky130_fd_sc_hd__clkbuf_16 | - |
| Worst slack, placed | 7.648 | ns |
| H-Tree Level Count | 5 | - |
| Clock Tree Buf Depth | 4 | - |
| Post-synth top cells | 4096 x sky130_fd_sc_hd__edfxtp_1, 816 x sky130_fd_sc_hd__mux4_2, 548 x sky130_fd_sc_hd__nor2_1, 434 x sky130_fd_sc_hd__mux2i_1, 196 x sky130_fd_sc_hd__clkbuf_1 | - |
| Endpoint class of the critical path | primary output | - |
| Total number of vias | 77.85k | - |
| Yosys stat chip area | 158200 | um2 |
| Clock slew at reported path FFs | 0.05 | ns |
| Worst-path maximum fanout | 51 | - |
| Cells after Synth | 7567 | - |
| Synthesized flop and latch total | 4096 | - |
| Sequential-to-total area share from yosys stat | 77.75 | % |
| Simple-Gate Fraction of Synth Area | 2.739 | % |
| Post-Synthesis Cell Area | 158200 | um2 |
| Total of max-cap violations | 0 | - |
| RSZ-0062 raised after global routing | no | - |
| Pin count of the biggest net entering global routing | 135 | - |
| First-pass DRT Iterations | 7 | - |
| Total Routed Length | 427500 | um |
| Buf+Inv Stages, Crit Path | 8 | - |
| Die y size | 630.9 | um |
| Yosys warning tally | 1 | - |
| Total length of routed met3 wires | 78170 | um |
| Cell-by-cell listing of the critical path | buf_12, buf_4, buf_4, buf_4, buf_4, buf_4, mux4_2, mux2i_1, o22ai_1, or4_1, nor4_2, buf_4, nand4_1, clkdlybuf4s50_1 | - |
| Layout cell share with drive strength beyond 1 | 21.82 | % |
| Xor/xnor share of the synthesized area | 0 | % |
| Post-cts gate resize count | 0 | - |
| CTS buffer count | 399 | - |
| Final std cell area, no fill | 178300 | um2 |
| Complex Gates by Area | 3.429 | % |
| Avg Inst Size Synth | 20.91 | um2 |
| CTS sink cnt | 4096 | - |
| Total setup violations reported at the end of the flow | 0 | - |
| Full die area | 398000 | um2 |
| Most common cell in the synthesized netlist | sky130_fd_sc_hd__edfxtp_1 | - |
| Run status | finished clean | - |
| Top sig layer | met5 | - |
| Width of the die | 630.9 | um |
| Leakage power | 55.07 | nW |
| Final hold violation count | 0 | - |
| Crit-path max cell delay | 0.95 | ns |
| Buffer count from post-CTS setup fixing | 0 | - |
| Area growth from synthesis to layout | 12.72 | % |
| Startpoint Class | input port | - |
| Number of nets still failing antenna checks after routing | 0 | - |
| Combinational family with the most area after synthesis | multiplexers | - |
| Max-slew headroom at the worst pin | 18.21 | % |
| Cell count after placement | 12.63k | - |
| Synth cell types | 66 | - |
| Max frequency | 58.59 | MHz |
| Post-layout min period | 17.07 | ns |
| Via count of the first global-routing pass | 85.29k | - |
| Critical path's most frequent cell | sky130_fd_sc_hd__buf_4 | - |
| Vias/cell | 5.826 | - |
| I/O pins | 35 | - |
| DP HPWL | 264900 | um |
| Instance area after placement | 165200 | um2 |
| TNS Setup | 0 | ns |
| Number of flops mapped to enable cells by yosys | 4096 | - |
| Power per unit of standard cell area | 80.11 | nW/um2 |
| DR iter-0 viols | 5388 | - |
| Required time at the endpoint of the critical path | 19.92 | ns |
| Worst setup path class | input port to primary output | - |
| Port bufs | 26 | - |
| Classification of the worst-slack hold path | input port to flip-flop | - |
| Num rows | 230 | - |
| PnR worst setup slack | 7.832 | ns |
| Biggest area consumer among synthesized cells | sky130_fd_sc_hd__edfxtp_1 | - |
| Final instance count without filler cells | 13.36k | - |
| Top area cells in the synthesized netlist | sky130_fd_sc_hd__edfxtp_1 78%, sky130_fd_sc_hd__mux4_2 12%, sky130_fd_sc_hd__mux2i_1 2.7%, sky130_fd_sc_hd__nor2_1 1.3%, sky130_fd_sc_hd__a22oi_1 0.85% | - |
| Met2 wire length | 197000 | um |
| Max-slew violation count | 0 | - |
| Cell class contributing the biggest share of worst-path delay | buffers and inverters | - |
| Post-route DRC | 0 | - |
| Tot GR Track Use | 23.78 | % |
| Count of instantiated cells in the yosys netlist | 7567 | - |
| Pre-placement core utilization | 40.24 | % |
| IR Drop Worst-Case VDD | 70.83 | uV |
| Routed wire length per instance | 31.99 | um |
| Pwr Total | 14.29 | mW |
| Routability cong. | 0.9422 | - |
| Area share of the largest cell type after synthesis | 77.75 | % |
| Data arrival, critical path | 12.09 | ns |
| Slowest cell on the critical path | sky130_fd_sc_hd__nor4_2 | - |
| Slew at the pin with the worst max-slew slack | 1.214 | ns |
| Count of warning messages emitted by the tools | 46 | - |
| Clock tree from TritonCTS | built | - |
| Initial antenna violation count | 15 | - |
| Most used flip-flop cell | sky130_fd_sc_hd__edfxtp_1 | - |
| Std-Cell Core Area | 393100 | um2 |
| Mux share | 14.49 | % |
| Max FFs per register | 4096 | - |
| Routed length on met1 | 130800 | um |
| Async set or reset register ratio after synthesis | 0 | % |
| Number of hold buffers added after cts | 0 | - |
| Portion of the clock cycle consumed by the worst path in the final layout | 68.54 | % |
| Overall overflow remaining after global route | 0 | - |
-- area by class of cell --
cell class | count | area [um2]
fillers | 32090 | 214800
clock inverters | 255 | 2804
multi-input cells | 2984 | 32950
well taps | 5220 | 6531
clock buffers | 470 | 10290
flip-flops and latches | 4096 | 123000
diodes | 10 | 25.02
repair buffers | 323 | 2705
inverters | 4 | 20.02
-- stage by stage --
step / hold slack [ns] / utilization [%]
6_report: 4.450 / 45.36
5_1_grt: 4.459 / 45.36
4_1_cts: 4.428 / 45.36
3_5_place_dp: 5.443 / 42.03
3_3_place_gp: 5.438 / 42.03
2_1_floorplan: 5.079 / -
-- cell families (layout without fill, tap and decap cells) --
kind of cell    after synthesis  after routing
compound gates              758            758
buf+inv                     487           1052
flops                      4096           4096
mux                        1268           1268
other cells                   0             10
simple gates                958            958
-- per-layer routing --
metal	vias up	global-route usage, %
met5	-	1.848
met4	32	8.411
met3	857	19.46
met2	5035	34.00
met1	39680	26.75
li1	32250	-
-- layout by cell type (no fill, tap or decap), types with 10 or more instances in the layout --
master                            count
sky130_fd_sc_hd__clkinv_1            77
sky130_fd_sc_hd__clkinvlp_4          15
sky130_fd_sc_hd__and3_1              24
sky130_fd_sc_hd__and2_1              16
sky130_fd_sc_hd__o211ai_1            14
sky130_fd_sc_hd__bufinv_16           53
sky130_fd_sc_hd__clkbuf_1            69
sky130_fd_sc_hd__nand2_1            124
sky130_fd_sc_hd__o21ai_0             45
sky130_fd_sc_hd__nand3_1             39
sky130_fd_sc_hd__clkdlybuf4s50_1     13
sky130_fd_sc_hd__buf_4              286
sky130_fd_sc_hd__clkbuf_16          401
sky130_fd_sc_hd__a22o_1              47
sky130_fd_sc_hd__mux2i_1            434
sky130_fd_sc_hd__nor2_1             541
sky130_fd_sc_hd__mux2_2              18
sky130_fd_sc_hd__diode_2             10
sky130_fd_sc_hd__a221oi_1            91
sky130_fd_sc_hd__a22oi_1            180
sky130_fd_sc_hd__clkinv_8            12
sky130_fd_sc_hd__a21oi_1             77
sky130_fd_sc_hd__nor3_1              20
sky130_fd_sc_hd__edfxtp_1          4096
sky130_fd_sc_hd__mux4_2             816
sky130_fd_sc_hd__clkinv_2            80
sky130_fd_sc_hd__nand4_1             47
sky130_fd_sc_hd__a211oi_1            36
sky130_fd_sc_hd__o22ai_1            118
sky130_fd_sc_hd__nor4_1              37
sky130_fd_sc_hd__nor2b_1             19
sky130_fd_sc_hd__a32oi_1             26
sky130_fd_sc_hd__a31oi_1             76
sky130_fd_sc_hd__o221ai_1            12
sky130_fd_sc_hd__buf_12              13
-- path summary, 6_finish.rpt --
check / start / endpoint / cells past startpoint
worst max-delay path: addr[0] / memdata[4] / 14
worst min-delay path: writedata[6] / RAM[506][6] / 1
-- where the power goes --
group / switching (mW) / total, mW / internal, mW / leakage (nW)
Combinational: 0.436 / 0.638 / 0.202 / 11.9
Clock: 2.55 / 6.05 / 3.51 / 6.39
Sequential: 0.00171 / 7.59 / 7.59 / 36.8
Total: 2.98 / 14.3 / 11.3 / 55.1
Power and IR drop assume default switching activity.
